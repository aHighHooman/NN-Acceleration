===== /design/flow/config.mk =====
export PLATFORM = sky130hd
export DESIGN_NAME = matrixMultiplierSmall
export DESIGN_NICKNAME = matrixMultiplierSmall
export VERILOG_FILES = /design/flow/design.v
export SDC_FILE = /design/flow/constraint.sdc
export NUM_CORES = 4
export LEC_CHECK = 1
export CORE_UTILIZATION = 30
export SYNTH_HDL_FRONTEND = slang

===== /design/flow/constraint.sdc =====
current_design matrixMultiplierSmall

set clk_period 8.6
set clk_io_pct 0.2

create_clock -name clk0 -period $clk_period [get_ports {clk}]

set non_clock_inputs [all_inputs -no_clocks]
set_input_delay [expr $clk_period * $clk_io_pct] -clock clk0 $non_clock_inputs
set_output_delay [expr $clk_period * $clk_io_pct] -clock clk0 [all_outputs]

===== /design/flow/design.v =====
module dataOrchestrator #(
    parameter int WIDTH = 16,
    parameter int N = 3
)(
    input  logic        clk,
    input  logic        rst_n,
    input  logic signed [WIDTH-1:0] matrixA [N][N],
    input  logic signed [WIDTH-1:0] matrixB [N][N],
    output logic signed [WIDTH-1:0] row     [N]   ,
    output logic signed [WIDTH-1:0] col     [N]   
);
logic [N:0] counter;
always_ff @(posedge clk) begin
    if (!rst_n) begin
        counter  <= 4'd0;
        for (int i = 0; i < N; i = i + 1) begin
            row[i] <= 0;
            col[i] <= 0;
        end
    end else begin
        counter <= counter + 1;
        if (counter >= 0 && counter < 3) begin
            row[0]  <= matrixA[0][counter];
            col[0]  <= matrixB[counter][0];
        end else begin 
            row[0]  <= 0;
            col[0]  <= 0;
        end
        if (counter >= 1 && counter < 4) begin
            row[1]  <= matrixA[1][counter - 1];
            col[1]  <= matrixB[counter - 1][1];
        end else begin 
            row[1]  <= 0;
            col[1]  <= 0;
        end
        if (counter >= 2 && counter < 5) begin
            row[2] <= matrixA[2][counter - 2];
            col[2] <= matrixB[counter - 2][2];
        end else begin 
            row[2] <= 0;
            col[2] <= 0;
        end
    end
end
endmodule
module matrixMultiplierSmall #(
    parameter int WIDTH = 6,
    parameter int N = 3
)(
    input  logic        clk,
    input  logic        rst_n,
    input  logic signed [WIDTH-1:0] matrixA [N][N],
    input  logic signed [WIDTH-1:0] matrixB [N][N],
    output logic signed [2*WIDTH-1:0] resultMatrix [N][N]
);
    logic signed [WIDTH-1:0] rowData [N];
    logic signed [WIDTH-1:0] colData [N];
    dataOrchestrator #(
        .WIDTH(WIDTH),
        .N(N)
    ) dataOrch (
        .clk      (clk),
        .rst_n    (rst_n),
        .matrixA  (matrixA),
        .matrixB  (matrixB),
        .row      (rowData),
        .col      (colData)
    );
    systolicArray #(
        .WIDTH(WIDTH),
        .N(N)
    ) systolicArr (
        .clk          (clk),
        .rst_n        (rst_n),
        .row          (rowData),
        .col          (colData),
        .resultMatrix (resultMatrix)
    );
endmodule
module multiplierBlock #(
    parameter int WIDTH = 16
)(
    input  logic        clk,
    input  logic        rst_n,
    input  logic signed [WIDTH-1:0] a,
    input  logic signed [WIDTH-1:0] b,
    output logic signed [WIDTH-1:0] aOut,
    output logic signed [WIDTH-1:0] bOut,
    output logic signed [2*WIDTH-1:0] partialSum
);
always_ff @(posedge clk) begin
    if (!rst_n) begin
        partialSum <= 0;
        aOut   <= 0;
        bOut   <= 0;
    end else begin
        partialSum <= partialSum + a * b;
        aOut   <= a;
        bOut   <= b; 
    end   
end
endmodule
module systolicArray #(
    parameter int WIDTH = 16,
    parameter int N = 3
) (
    input  logic        clk,
    input  logic        rst_n,
    input  logic signed [WIDTH-1:0] row[N]   ,
    input  logic signed [WIDTH-1:0] col[N]   ,
    output logic signed [2*WIDTH-1:0] resultMatrix [N][N]
);
logic signed [WIDTH-1:0] horizontalData [N][N+1];
logic signed [WIDTH-1:0] verticalData   [N+1][N];
genvar i, j;
generate
    for (i = 0; i < N; i = i + 1) begin : row_loop
        for (j = 0; j < N; j = j + 1) begin : col_loop
            if (i==0) begin
                assign verticalData[i][j] = col[j];
            end
            if (j==0) begin
                assign horizontalData[i][j] = row[i];
            end
            multiplierBlock #(
                .WIDTH(WIDTH)
            ) mb (
                .clk   (clk),
                .rst_n (rst_n),
                .a     (horizontalData[i][j]),
                .b     (verticalData[i][j]),
                .aOut  (horizontalData[i][j+1]),
                .bOut  (verticalData[i+1][j]),
                .partialSum(resultMatrix[i][j])
            );
        end
    end
endgenerate
endmodule

===== /design/flow/run.sh =====
#!/bin/bash
# OpenROAD 26Q1-2900-gdf79404cd8, Yosys 0.63+post, stock flow scripts
make -C /OpenROAD-flow-scripts/flow DESIGN_CONFIG=/design/flow/config.mk WORK_HOME=/design/flow/orfs finish

==> results.yml <==
# generated from flow reports
drt:
  detail_routed_via_count_per_cell: 4.22
  detail_route.drc_violations: 0
  insertedDiodeCount: 0
  ant_nets: 0
  drt-wirelength-per-cell_um: 13.5
  drt_pre_antenna_iters: 5
  drtIter0Drc: 501
  totalWireLength_um: 49000
  vias: 15314
sta:
  tightestPinTransition_ps: 853
  timing.fmax_mhz: 241
  rsz0062_at_grt: "false"
  relSlewSlack_pct: 43.0
  post-route-period-util_pct: 48.2
  period_minus_slack_ps: 4150
  timing.final.hold_violations: 0
  setup_viol_count_final: 0
  timing.final.max_slew_violations: 0
  final.setup.tns_ps: 0
  skew_ps: 34.1
job:
  stage_log_warnings: 27
  maxCapViolCount: 0
clock_network:
  post-cts-setup-buffer-count: 0
  cts.clk_slew.worst_paths_ps: 60
  clockBufferDepth: 3
  cts-hold-fix-buffers: 0
  numClockSinks: 220
  cts_made_buffers: 29
  clkLatencyLatePin_ps: 590
  tritoncts: "yes"
  cts-htree-levels: 1
  post_cts_resized: 0
  cts_root_buf: "sky130_fd_sc_hd__clkbuf_16"
global_route:
  first_global_vias: 15998
  grt_util_all_layers_pct: 14.3
  gr-total-overflow: 0
  initial_antenna_violation_count: 0
  grt_first_pass_wirelength_um: 81900
  grt_max_degree: 70
setup_path:
  master_of_the_slowest_instance_on_the_critical_path: "sky130_fd_sc_hd__fa_1"
  critical_path.most_common_cell: "sky130_fd_sc_hd__fa_1"
  critPathLaunchType: "flop"
  worstPathCellList: "nand2_1 -> fa_1 -> fa_1 -> inv_1 -> fa_1 -> inv_1 -> fa_1 -> inv_1 -> ha_1 -> a21o_1 -> a21oi_1 -> nand2_1 -> a21oi_1 -> xnor2_1 -> and2_1"
  worst_r2r_path_depth: 15
  timing.critical_path.fanout_max: 7
  worstReg2RegStart: "systolicArr.row_loop[0].col_loop[0].mb.aOut[5]"
  cp_slowest_stage_delay_ps: 550
  r2r_setup_slack_ps: 4450
  critical_path.top_delay_family: "adder cells"
  critPathCaptureType: "flop"
  critical_path_required_ps: 9090
  crit_type: "reg -> reg"
  worst-path-buf-inv: 3
  cp_data_arrival_time_ps: 4630
logic_synthesis:
  synthesized_chip_area_reported_by_yosys_um2: 22100
  yosys_cells: 2429
  netlist_instances: 2429
  ys_types: 33
  syn-cell-area_um2: 22100
  ys_seq_share_pct: 19.9
  syn-mean-instance-area_um2: 9.12
  postSynthRegisterBits: 220
  yosysWarningCount: 0
hold_path:
  hold_path_depth: 1
  min-delay-start: "dataOrch.col[5]"
  worstHoldEndpoint: "systolicArr.row_loop[0].col_loop[2].mb.bOut[5]"
  min_path_type: "reg -> reg"
status:
  outcome: "finished clean"
cells_and_area:
  fin_util_pct: 36.1
  flow.area_growth_from_synthesis_pct: 19.0
  fraction_of_final_layout_cells_sized_beyond_drive_strength_1_pct: 2.32
die:
  num_rows: 99
  chip_area_um2: 74900
  die-height_um: 274
  die_width_um: 274
  fp.coreArea_um2: 73000
  io-pin-count: 218
  initCoreUtil_pct: 30.4
pwr:
  vdd_drop_max_mv: 0.163
  static-leakage-power_nw: 12.9
  pwr_density_cell_nw_per_um2: 123
placed_design:
  port_buffer_count: 217
  routability_congestion_estimate: 0.884
  detailed_place_hpwl_um: 40700
[area by class of cell]
cell class | count | area, µm²
Clock buffer | 38 | 820
Clock inverter | 16 | 130
Fill cell | 7447 | 46600
Inverter | 594 | 2230
Multi-Input combinational cell | 1579 | 15400
Sequential cell | 220 | 4410
Tap cell | 959 | 1200
Timing Repair Buffer | 222 | 2210
[Yosys cell counts]
cell	count	area (µm²)
sky130_fd_sc_hd__fa_1	306	6130
sky130_fd_sc_hd__o21ai_1	7	35.0
sky130_fd_sc_hd__o21a_1	7	52.6
sky130_fd_sc_hd__mux2_2	2	22.5
sky130_fd_sc_hd__o21bai_1	7	52.6
sky130_fd_sc_hd__xor2_1	23	201
sky130_fd_sc_hd__o211ai_1	13	97.6
sky130_fd_sc_hd__xnor2_1	102	893
sky130_fd_sc_hd__and2_1	273	1710
sky130_fd_sc_hd__inv_1	594	2230
sky130_fd_sc_hd__a21o_1	27	203
sky130_fd_sc_hd__a21oi_2	2	17.5
sky130_fd_sc_hd__nand4_1	9	56.3
sky130_fd_sc_hd__dfxtp_1	220	4400
sky130_fd_sc_hd__nand2_1	160	601
sky130_fd_sc_hd__mux2i_1	36	360
sky130_fd_sc_hd__buf_2	8	40.0
sky130_fd_sc_hd__nand2b_1	22	138
sky130_fd_sc_hd__nor2b_1	28	175
sky130_fd_sc_hd__nor3b_1	8	60.1
sky130_fd_sc_hd__o31ai_1	1	7.51
sky130_fd_sc_hd__o21ai_0	28	140
sky130_fd_sc_hd__or3_1	7	43.8
sky130_fd_sc_hd__and3b_1	7	61.3
sky130_fd_sc_hd__nor3_1	7	35.0
sky130_fd_sc_hd__a31oi_1	19	119
sky130_fd_sc_hd__and3_1	7	43.8
sky130_fd_sc_hd__ha_1	255	3190
sky130_fd_sc_hd__clkbuf_1	28	105
sky130_fd_sc_hd__nand3b_1	1	7.51
sky130_fd_sc_hd__nor2_1	127	477
sky130_fd_sc_hd__nand3_1	1	5.00
sky130_fd_sc_hd__a21oi_1	87	435
[placed cells by master, fill, tap and decap left out, types with 2 or more instances in the layout]
master	n
sky130_fd_sc_hd__a21o_1	27
sky130_fd_sc_hd__a21oi_1	87
sky130_fd_sc_hd__a21oi_2	2
sky130_fd_sc_hd__a31oi_1	19
sky130_fd_sc_hd__and2_1	273
sky130_fd_sc_hd__and3_1	7
sky130_fd_sc_hd__and3b_1	7
sky130_fd_sc_hd__buf_4	6
sky130_fd_sc_hd__clkbuf_1	3
sky130_fd_sc_hd__clkbuf_16	29
sky130_fd_sc_hd__clkbuf_8	6
sky130_fd_sc_hd__clkdlybuf4s50_1	216
sky130_fd_sc_hd__clkinv_2	7
sky130_fd_sc_hd__clkinv_4	3
sky130_fd_sc_hd__clkinvlp_4	4
sky130_fd_sc_hd__dfxtp_1	219
sky130_fd_sc_hd__fa_1	306
sky130_fd_sc_hd__ha_1	255
sky130_fd_sc_hd__inv_1	594
sky130_fd_sc_hd__mux2_2	2
sky130_fd_sc_hd__mux2i_1	36
sky130_fd_sc_hd__nand2_1	160
sky130_fd_sc_hd__nand2b_1	22
sky130_fd_sc_hd__nand4_1	9
sky130_fd_sc_hd__nor2_1	127
sky130_fd_sc_hd__nor2b_1	28
sky130_fd_sc_hd__nor3_1	7
sky130_fd_sc_hd__nor3b_1	8
sky130_fd_sc_hd__o211ai_1	13
sky130_fd_sc_hd__o21a_1	7
sky130_fd_sc_hd__o21ai_0	28
sky130_fd_sc_hd__o21ai_1	7
sky130_fd_sc_hd__o21bai_1	7
sky130_fd_sc_hd__or3_1	7
sky130_fd_sc_hd__xnor2_1	102
sky130_fd_sc_hd__xor2_1	23
[flip-flops by register name, summed over array words and instances (netlist names)]
| register | count |
|---|---|
| dataOrch.col | 18 |
| systolicArr.row_loop.col_loop.mb.partialSum | 108 |
| systolicArr.row_loop.col_loop.mb.aOut | 36 |
| dataOrch.counter | 4 |
| dataOrch.row | 18 |
| systolicArr.row_loop.col_loop.mb.bOut | 36 |
[per-layer routing]
metal  wire length (µm)  track usage [%]  up-vias
li1                   -                -     7747
met1              22300             20.3     7210
met2              22600             23.0      306
met3               3140             3.40       51
met4                927             2.16        0
met5                  0                0        -
[power by group]
group / switching (mW) / total (mW) / internal [mW]
Clock: 0.502 / 1.20 / 0.701
Sequential: 0.0902 / 1.18 / 1.09
Combinational: 0.418 / 0.845 / 0.427
[worst max-delay path by stage]
stage,to,start,cells past startpoint
finish,flop,systolicArr.row_loop[0].col_loop[0].mb.aOut[5],15
global route,flop,systolicArr.row_loop[0].col_loop[0].mb.aOut[5],14
CTS,flop,systolicArr.row_loop[0].col_loop[0].mb.aOut[5],15
[cell families (layout without fill, tap and decap cells)]
kind of cell / count (synthesis) / after routing / share of synthesized area, %
flops: 220 / 220 / 19.9
xor+xnor: 125 / 125 / 4.94
buf+inv: 630 / 870 / 10.7
mux: 38 / 38 / 1.73
compound gates: 198 / 198 / 5.24
fa+ha+maj: 561 / 561 / 42.1
simple gates: 657 / 657 / 15.4
[per-stage QoR]
step	setup slack (ps)	std cells	cell area (µm²)	hold slack [ps]	total power, mW
finish	4450	3628	26400	516	3.23
global route	4080	3628	26400	540	3.46
CTS	4380	3628	26400	523	3.29
detailed placement	4390	3574	25400	509	2.06
global placement	4380	3574	25400	509	2.06
floorplan	4800	2429	22100	454	1.74
No activity file was given, so power comes from the tool's default toggle rates.
